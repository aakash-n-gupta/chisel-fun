==> flow/design.v <==
module adderBuf(
  input         clock,
  input         reset,
  input  [31:0] io_in_a,
  input  [31:0] io_in_b,
  output [32:0] io_sum
);
  reg [31:0] reg_in_a;  
  reg [31:0] reg_in_b;  
  reg [32:0] reg_sum;  
  wire [32:0] sum = reg_in_a + reg_in_b;  
  assign io_sum = reg_sum;  
  always @(posedge clock) begin
    if (reset) begin  
      reg_in_a <= 32'h0;  
    end else begin
      reg_in_a <= io_in_a;  
    end
    if (reset) begin  
      reg_in_b <= 32'h0;  
    end else begin
      reg_in_b <= io_in_b;  
    end
    if (reset) begin  
      reg_sum <= 33'h0;  
    end else begin
      reg_sum <= sum;  
    end
  end
endmodule
==> flow/run.sh <==
#!/bin/bash
# OpenROAD 26Q1-2900-gdf79404cd8, Yosys 0.63+post, stock flow scripts
make -C /OpenROAD-flow-scripts/flow DESIGN_CONFIG=/design/flow/config.mk WORK_HOME=/design/flow/orfs finish
==> flow/config.mk <==
export PLATFORM = sky130hd
export DESIGN_NAME = adderBuf
export DESIGN_NICKNAME = adderBuf
export VERILOG_FILES = /design/flow/design.v
export SDC_FILE = /design/flow/constraint.sdc
export NUM_CORES = 4
export LEC_CHECK = 1
export CORE_UTILIZATION = 30
==> flow/constraint.sdc <==
current_design adderBuf

set clk_period 15.2
set clk_io_pct 0.2

create_clock -name clk0 -period $clk_period [get_ports {clock}]

set non_clock_inputs [all_inputs -no_clocks]
set_input_delay [expr $clk_period * $clk_io_pct] -clock clk0 $non_clock_inputs
set_output_delay [expr $clk_period * $clk_io_pct] -clock clk0 [all_outputs]
==> metrics.log <==
[flow] collecting metrics
INFO  metric outcome = complete, no violations
INFO  metric post_cts_repair_resize_count = 0
INFO  metric route.detailed.wl_per_inst = 13.2 µm
INFO  metric post_synth_num_cell_types = just under 70
INFO  metric postSynthRegisterBits = 97
INFO  metric number_of_cells_traversed_by_the_worst_hold_path = 2
INFO  metric post_route_cells_drive_above_1_share = 8.01%
INFO  metric worstHoldPathType = reg -> reg
INFO  metric data_arrival_critical_path = ~4.4 ns
INFO  metric die_width = 126 µm
INFO  metric ys_area = 4610 µm²
INFO  metric design.portCount = 99
INFO  metric hold_end = reg_sum[0]$_SDFF_PP0_
INFO  metric most_crowded_layer_after_global_routing = met1
INFO  metric r2r_start = reg_in_a[0]$_SDFF_PP0_
INFO  metric cts_setup_buffers = 0
INFO  metric critPathTopFamily = buffers and inverters
INFO  metric hold_start = reg_in_b[0]$_SDFF_PP0_
INFO  metric synth.largest_area_cell = sky130_fd_sc_hd__dfxtp_1
INFO  metric timing.final.max_slew_violations = 0
INFO  metric grt_pass1_vias = between 3,000 and 4,000
INFO  metric ctsHtreeMaxLevel = 3
INFO  metric gp_routability_congestion = between 0.8 and 0.9
INFO  metric critical_path_required = approximately 15 ns
INFO  metric drt-total-wl = ~10 mm
INFO  metric drc = 0
INFO  metric highest_clock_frequency_the_design_can_meet = between 0.2 and 0.25 GHz
INFO  metric timing_worst_setup_path_type = in -> reg
INFO  metric worst_slew_pin_slew = a little over 0.8 ns
INFO  metric postSynthAreaPerCell = around 9.3 µm²
INFO  metric ys_seq_share = a little over two fifths
INFO  metric timing.slew.headroom = 44.9%
INFO  metric cts.hold.buffers_added = 0
INFO  metric enable_flop_cells = 0
INFO  metric path_clk_slew = 0.07 ns
INFO  metric syn_inst = 496
INFO  metric reg2reg_depth = 8
INFO  metric power.ir.vdd_worst = roughly 51 µV
INFO  metric warning_count = 25
INFO  metric cts_max_path_buffers = 2
INFO  metric clock_sink_count = 97
INFO  metric cell_by_cell_listing_of_the_critical_path = buf_4 -> buf_4 -> nand2b_1 -> a21oi_1 -> a31o_2
INFO  metric antenna_found_initial = 0
INFO  metric critical_path.most_common_cell = sky130_fd_sc_hd__buf_4
INFO  metric met2_usage = between 10% and 20%
INFO  metric instances_no_fill = 771
INFO  metric top_cell_area_share = ~42%
INFO  metric period_used_share = between 20% and 30%
INFO  metric asyncSetResetFlopFracSynth = 0%
INFO  metric timing.critical_path.fanout_max = about 86
INFO  metric type_of_destination_of_the_critical_path = flop
INFO  metric globalRouteMet1Util = a little over a fifth
INFO  metric cts_tree = done
INFO  metric max_cap_violations = 0
INFO  metric total_die_area = roughly 16,000 µm²
INFO  metric hold_viol = 0
INFO  metric final_cell_mix = 97 x sky130_fd_sc_hd__clkdlybuf4s50_1, 97 x sky130_fd_sc_hd__dfxtp_1, 77 x sky130_fd_sc_hd__nor2b_1
INFO  metric reg2reg_to = reg_sum[24]$_SDFF_PP0_
INFO  metric route.antenna.remaining_nets = 0
INFO  metric detail_route.vias_per_cell = between 4 and 5
INFO  metric cp_slowest_stage_delay = approximately 0.67 ns
INFO  metric crit_buf_inv = 2
INFO  metric synth.yosys.num_cells = about 500
INFO  metric vias = ~3,700
INFO  metric detailedPlacementHpwl = roughly 8 mm
INFO  metric number_of_buffers_created_by_cts = 9
INFO  metric drt_first_pass_iters = 4
INFO  metric global_route_wire_length_before_repair = 17.0 mm
INFO  metric dp_cells = roughly 760
INFO  metric rows = about 44
INFO  metric core_ar = 14,800 µm²
INFO  metric total_power = roughly 0.00062 W
INFO  metric slowest_stage = sky130_fd_sc_hd__buf_4
INFO  metric grt_start_max_net_pins = 87
INFO  metric finalSetupTns = 0 ns
INFO  metric p_per_area = about 100 nW/µm²
INFO  metric area_delta_synth_final = 31.1%
INFO  metric die_extent_in_y = 126 µm
INFO  metric synth.cell_area = 4610 µm²
INFO  metric grt_usage = 13.4%
INFO  metric grtUsageMet3 = under 10%
INFO  metric setup_viol = 0
INFO  metric worstSkewPairLatency = between 0.3 and 0.4 ns
INFO  metric r2r_setup_slack = roughly 13 ns
INFO  metric topCellsByArea = sky130_fd_sc_hd__dfxtp_1 42%, sky130_fd_sc_hd__nor2b_1 10%, sky130_fd_sc_hd__ha_1 8.7%
INFO  metric place.port_buffers = 98
INFO  metric rsz_0062_raised_after_global_routing = no
INFO  metric startpoint_class_of_the_critical_path = input pin
INFO  metric initial_utilization = around 31%
INFO  metric fin_crit = about 4.2 ns
INFO  metric diodes = 0
INFO  metric cts-root-buf = sky130_fd_sc_hd__clkbuf_16
INFO  metric skew = 0.00822 ns
INFO  metric fill_cells = ~1,400
INFO  metric gr-total-overflow = 0
INFO  metric ys.flop_type = sky130_fd_sc_hd__dfxtp_1
INFO  metric power.static_leakage = around 2.4 nW
INFO  metric dr.first_iter.drc_count = about 230
INFO  metric ys.warnings.count = 1
## final cells by class
cell class	count	area, µm²	area share [%]
Multi-Input combinational cell	363	2510	41.6
Timing Repair Buffer	99	986	16.3
Clock inverter	6	88.8	1.47
Tap cell	184	230	3.81
Clock buffer	10	239	3.95
Sequential cell	97	1940	32.1
Inverter	12	45.0	0.745
## report_power, final
| group | total, W | switching [W] | internal (W) |
|---|---|---|---|
| Combinational | 0.000100 | 0.0000447 | 0.0000555 |
| Sequential | 0.000276 | 0.00000531 | 0.000271 |
| Clock | 0.000243 | 0.0000940 | 0.000149 |
## layer usage
metal / share of wire, % / up-vias / wire length, µm
li1: - / 1906 / -
met1: 51 / 1637 / 5210
met2: 41 / 103 / 4210
met3: 5.9 / 10 / 602
met4: 1.3 / 0 / 132
met5: 0 / - / 0
## through the flow
stage / util (%) / worst slack, ns / area [µm²] / hold slack [ns]
after floorplan: - / 11.15 / 4610 / 0.524
after global placement: 38.7 / 10.67 / 5720 / 0.544
final: 41.0 / 11.00 / 6040 / 0.567
after CTS: 41.0 / 10.98 / 6040 / 0.582
after global routing: 41.0 / 10.88 / 6040 / 0.650
after detailed placement: 38.7 / 10.64 / 5720 / 0.568
## Yosys cell counts (all sizes together), types with 9 or more instances
cell type / instances
o21ai: 22
inv: 12
nand4: 11
ha: 32
nand3: 9
mux2: 9
clkbuf: 12
a21oi: 44
nor2b: 77
nor2: 33
a21o: 10
nor3: 12
nand2: 25
dfxtp: 97
buf: 12
## worst register-to-register path, delay by kind of cell (launching register included)
family	cells	cell delay, ns
AND-OR/OR-AND	4	1.00
AND/OR/NAND/NOR	1	0.22
flip-flops	1	0.30
adder cells (fa/ha/maj)	2	0.62
multiplexers	1	0.38
## flip-flops by register name (all words and copies together) (netlist names)
signal and count:
reg_in_a 32, reg_in_b 32, reg_sum 33
## how the worst max path moves through the flow
stage,slack [ns],cells after the start,from,end
4_1_cts,10.98,1,reg_sum[21]$_SDFF_PP0_,io_sum[21]
5_1_grt,10.88,5,reset,reg_sum[25]$_SDFF_PP0_
6_report,11.00,5,reset,reg_sum[25]$_SDFF_PP0_
## kinds of logic after synthesis
group,count (synthesis),synth area share (%)
adder cells (fa/ha/maj),33,9.12
AND/OR/NAND/NOR,193,23.3
buffers and inverters,36,3.39
AND-OR/OR-AND,119,18.1
flip-flops,97,42.1
multiplexers,10,2.50
XOR/XNOR,8,1.52
