==> flow/design.v <==
module adderBufScala(
  input         clock,
  input         reset,
  input  [31:0] io_in_a,
  input  [31:0] io_in_b,
  output [32:0] io_sum
);
  reg [31:0] reg_in_a;  
  reg [31:0] reg_in_b;  
  reg [32:0] reg_sum;  
  wire [32:0] sum = reg_in_a + reg_in_b;  
  assign io_sum = reg_sum;  
  always @(posedge clock) begin
    if (reset) begin  
      reg_in_a <= 32'h0;  
    end else begin
      reg_in_a <= io_in_a;  
    end
    if (reset) begin  
      reg_in_b <= 32'h0;  
    end else begin
      reg_in_b <= io_in_b;  
    end
    if (reset) begin  
      reg_sum <= 33'h0;  
    end else begin
      reg_sum <= sum;  
    end
  end
endmodule
==> flow/run.sh <==
#!/bin/bash
# OpenROAD 26Q1-2900-gdf79404cd8, Yosys 0.63+post, stock flow scripts
make -C /OpenROAD-flow-scripts/flow DESIGN_CONFIG=/design/flow/config.mk WORK_HOME=/design/flow/orfs finish
==> flow/config.mk <==
export PLATFORM = sky130hd
export DESIGN_NAME = adderBufScala
export DESIGN_NICKNAME = adderBufScala
export VERILOG_FILES = /design/flow/design.v
export SDC_FILE = /design/flow/constraint.sdc
export NUM_CORES = 4
export LEC_CHECK = 1
export CORE_UTILIZATION = 50
==> flow/constraint.sdc <==
current_design adderBufScala

set clk_period 9.2
set clk_io_pct 0.2

create_clock -name clk0 -period $clk_period [get_ports {clock}]

set non_clock_inputs [all_inputs -no_clocks]
set_input_delay [expr $clk_period * $clk_io_pct] -clock clk0 $non_clock_inputs
set_output_delay [expr $clk_period * $clk_io_pct] -clock clk0 [all_outputs]
==> impl_metrics.ini <==
; yosys + openroad results
[run_status]
status = finished clean

[synth]
mux_share_pct = 2.50
synthAoiAreaFrac_pct = 18.1
yosysWarningCount = 1
syn-cell-area_um2 = 4610
edf_count = 0
yosysCellCount = 496
synthDistinctLibCells = 68
async_reset_ff_share_pct = 0
seq_area_frac_synth_pct = 42.1
synth.comb.largest_family = simple AND/OR/NAND/NOR gates
xor_area_share_pct = 1.52
ys_sh_simple_pct = 23.3
flop_cell = dfxtp_1
syn_area_per_cell_um2 = 9.30
yosys-stat-area_um2 = 4610
ys.flops = 97
syn_inst = 496
fa_ha_area_share_pct = 9.12

[clock_tree]
clk_latency_ns = 0.37
numCtsBuffers = 9
h-tree-depth = 3
hold_buffers = 0
cts-resized-gates = 0
postCtsSetupRepairBufs = 0
cts_tree = built
cts_sinks = 97
path_clk_slew_ns = 0.10
cts_buffer_depth = 2
root_buffer = clkbuf_8

[worst_setup_path]
crit_family = buffers and inverters
worstPathArrival_ns = 1.17
path_class = flop to output port
worstPathRequired_ns = 7.36
r2r-start = reg_in_a[0]$_SDFF_PP0_
regToRegSetupSlack_ns = 6.62
reg2reg_depth = 8
end_kind = output port
cp-start-kind = flop
cp_slowest_cell = clkdlybuf4s50_1
rr_endpoint = reg_sum[24]$_SDFF_PP0_
critPathBufInv = 1
cp_slowest_stage_delay_ns = 0.46
cp_max_fo = 1
path_cells = clkdlybuf4s50_1

[global_routing]
antenna_found_initial = 0
grtUsageMet1_pct = 34.3
track_usage_pct = 20.0
grt_max_degree = 66
busiest_layer = met1
grt_util_met2_pct = 27.9
overflow = 0
grt_pass1_wl_mm = 15.1
first_global_vias = 3215
use_met3_pct = 3.27

[timing]
finalHoldViolCount = 0
drv_slew = 0
finalSetupViolCount = 0
period_used_pct = 32.7
fin_skew_ns = 0.0154
maxSlewHeadroom_pct = 60.5
fin_crit_ns = 3.01
tightestPinTransition_ns = 0.593
max_freq_mhz = 332
fin_ws_ns = 6.19
rsz0062_at_grt = no
finalSetupTns_ns = 0

[floorplanning]
io_pins = 99
core_util_floorplan_pct = 52.4
die-area_um2 = 9610
die-height_um = 98.0
core_um2 = 8810
fp-row-count = 34
die_width_um = 98.0

[pwr]
power.leakage_nw = 2.37
vdd_drop_max_mv = 0.0957
powerDensity_nw_per_um2 = 151

[job]
cap_violations = 0
warnings = 26

[route]
routedWlPerCell_um = 13.0
wirelength_mm = 9.01
drt_first_pass_iters = 23
num_vias = 3668
first_iter_violations = 145
drc_errors = 0
viasPerCell = 5.28
n_antenna_cell = 0
postRouteAntennaNets = 0

[finish]
syn2layout_area_growth_pct = 26.0
fillers = 717
most-common-layout-cells = clkdlybuf4s50_1 (97), dfxtp_1 (97), nor2b_1 (77)
drive_above_1_share_pct = 7.84
fin_area_um2 = 5810

[place]
numPortBuffers = 98
gp_congestion = 0.888
dpl_worst_slack_ns = 5.85
dp_hpwl_mm = 6.98
placed_cell_area_um2 = 5620

[worst_hold_path]
hold_class = flop to flop
min-delay-start = reg_in_b[0]$_SDFF_PP0_
whs_path_depth = 2
hold_end = reg_sum[0]$_SDFF_PP0_
layout make-up:
class,count,area [um^2],area share [%]
clock buffer,10,128,2.20
clock inverter,6,62.6,1.08
inverter,12,45.0,0.775
sequential,97,1940,33.4
tap,108,135,2.33
timing repair buffer,99,986,17.0
multi-input combinational,363,2510,43.2
worst max path at each step:
stage         slack (ns)  cells past startpoint    endpoint                   start
finish              6.19                      1  io_sum[20]  reg_sum[20]$_SDFF_PP0_
global route        6.13                      1  io_sum[25]  reg_sum[25]$_SDFF_PP0_
CTS                 6.17                      1  io_sum[25]  reg_sum[25]$_SDFF_PP0_
routing by layer:
metal / share of wire [%] / vias to the layer above / wire (um)
li1: - / 1915 / -
met1: 52 / 1615 / 4700
met2: 40 / 136 / 3600
met3: 7.8 / 2 / 701
met4: 0.18 / 0 / 16
met5: 0 / - / 0
registers in the layout, summed over array words and instances, names as in the netlist:
signal / count
reg_in_b: 32
reg_in_a: 32
reg_sum: 33
report_power, final:
part	leakage (nW)	switching [mW]	internal (mW)
logic	1.47	0.0729	0.0914
registers	0.807	0.00777	0.447
clock network	0.0957	0.153	0.105
synth_stat cells (7+ instances only):
cell type / instances / area [um^2]
dfxtp_1: 97 / 1940
nor2b_1: 77 / 482
a21oi_1: 41 / 205
nor2_1: 33 / 124
ha_1: 32 / 400
nand2_1: 24 / 90.1
o21ai_0: 19 / 95.1
inv_1: 12 / 45.0
nor3_1: 12 / 60.1
clkbuf_1: 11 / 41.3
nand4_1: 11 / 68.8
buf_2: 10 / 50.1
a21o_1: 9 / 67.6
nand3_1: 9 / 45.0
o21a_1: 8 / 60.1
mux2_2: 7 / 78.8
through the flow:
step | cells | hold slack, ns | utilization (%) | power [mW]
final | 695 | 0.574 | 66.0 | 0.878
after global routing | 695 | 0.638 | 66.0 | 0.925
after CTS | 695 | 0.579 | 66.0 | 0.887
after detailed placement | 679 | 0.557 | 63.8 | 0.629
after global placement | 679 | 0.533 | 63.8 | 0.627
after floorplan | 496 | 0.524 | - | 0.558
cells by family after synthesis:
group           after synthesis
compound gates              119
simple gates                193
mux                          10
xor+xnor                      8
flops                        97
fa+ha+maj                    33
buf+inv                      36
Power and IR drop assume default switching activity.
