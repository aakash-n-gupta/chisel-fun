--- flow/design.v ---
module adderGenerator(
  input  [15:0] io_in_a,
  input  [15:0] io_in_b,
  input         io_carry_in,
  output [15:0] io_sum,
  output        io_carry_out
);
  wire [16:0] _outWire_T = io_in_a + io_in_b;  
  wire [16:0] _GEN_0 = {{16'd0}, io_carry_in};  
  wire [17:0] _outWire_T_1 = _outWire_T + _GEN_0;  
  wire [16:0] outWire = _outWire_T_1[16:0];  
  assign io_sum = outWire[15:0];  
  assign io_carry_out = outWire[16];  
endmodule
module adder2Stage(
  input         clock,
  input         reset,
  input  [31:0] io_in_a,
  input  [31:0] io_in_b,
  output [31:0] io_out_sum,
  output        io_out_carry
);
  wire [15:0] adder0_io_in_a;  
  wire [15:0] adder0_io_in_b;  
  wire  adder0_io_carry_in;  
  wire [15:0] adder0_io_sum;  
  wire  adder0_io_carry_out;  
  wire [15:0] adder1_io_in_a;  
  wire [15:0] adder1_io_in_b;  
  wire  adder1_io_carry_in;  
  wire [15:0] adder1_io_sum;  
  wire  adder1_io_carry_out;  
  reg [15:0] pipeline_reg_a;  
  reg [15:0] pipeline_reg_b;  
  reg  pipeline_cout0;  
  reg [31:0] buffer_out_sum;  
  reg  buffer_out_carry;  
  reg [15:0] pipeline_reg_sum0;  
  wire [31:0] _buffer_out_sum_T = {adder1_io_sum,pipeline_reg_sum0};  
  adderGenerator adder0 (  
    .io_in_a(adder0_io_in_a),
    .io_in_b(adder0_io_in_b),
    .io_carry_in(adder0_io_carry_in),
    .io_sum(adder0_io_sum),
    .io_carry_out(adder0_io_carry_out)
  );
  adderGenerator adder1 (  
    .io_in_a(adder1_io_in_a),
    .io_in_b(adder1_io_in_b),
    .io_carry_in(adder1_io_carry_in),
    .io_sum(adder1_io_sum),
    .io_carry_out(adder1_io_carry_out)
  );
  assign io_out_sum = buffer_out_sum;  
  assign io_out_carry = buffer_out_carry;  
  assign adder0_io_in_a = io_in_a[15:0];  
  assign adder0_io_in_b = io_in_b[15:0];  
  assign adder0_io_carry_in = 1'h0;  
  assign adder1_io_in_a = pipeline_reg_a;  
  assign adder1_io_in_b = pipeline_reg_b;  
  assign adder1_io_carry_in = pipeline_cout0;  
  always @(posedge clock) begin
    if (reset) begin  
      pipeline_reg_a <= 16'h0;  
    end else begin
      pipeline_reg_a <= io_in_a[31:16];  
    end
    if (reset) begin  
      pipeline_reg_b <= 16'h0;  
    end else begin
      pipeline_reg_b <= io_in_b[31:16];  
    end
    if (reset) begin  
      pipeline_cout0 <= 1'h0;  
    end else begin
      pipeline_cout0 <= adder0_io_carry_out;  
    end
    if (reset) begin  
      buffer_out_sum <= 32'h0;  
    end else begin
      buffer_out_sum <= _buffer_out_sum_T;  
    end
    if (reset) begin  
      buffer_out_carry <= 1'h0;  
    end else begin
      buffer_out_carry <= adder1_io_carry_out;  
    end
    if (reset) begin  
      pipeline_reg_sum0 <= 16'h0;  
    end else begin
      pipeline_reg_sum0 <= adder0_io_sum;  
    end
  end
endmodule
--- flow/run.sh ---
#!/bin/bash
# OpenROAD 26Q1-2900-gdf79404cd8, Yosys 0.63+post, stock flow scripts
make -C /OpenROAD-flow-scripts/flow DESIGN_CONFIG=/design/flow/config.mk WORK_HOME=/design/flow/orfs finish
--- flow/config.mk ---
export PLATFORM = sky130hd
export DESIGN_NAME = adder2Stage
export DESIGN_NICKNAME = adder2Stage
export VERILOG_FILES = /design/flow/design.v
export SDC_FILE = /design/flow/constraint.sdc
export NUM_CORES = 4
export LEC_CHECK = 1
export CORE_UTILIZATION = 30
--- flow/constraint.sdc ---
current_design adder2Stage

set clk_period 9.5
set clk_io_pct 0.2

create_clock -name clk0 -period $clk_period [get_ports {clock}]

set non_clock_inputs [all_inputs -no_clocks]
set_input_delay [expr $clk_period * $clk_io_pct] -clock clk0 $non_clock_inputs
set_output_delay [expr $clk_period * $clk_io_pct] -clock clk0 [all_outputs]
==> deck_impl_summary.md <==
Physical Implementation Snapshot

GRT
  • Grt ovf: 0
  • First-pass GRT wire length: 12,900 µm
  • Antenna violations before repair: 0
  • GR Util All Layers: 0.124
  • Vias in the first global route: 2,778
  • Largest net degree at the start of global routing: 70

Placement
  • Gpl congestion: 0.845
  • Pre-CTS WS: 5230 ps
  • Port buffer count: 98
  • DPL Wire Length: 5860 µm
  • Placed Area: 4890 µm²

Synthesis
  • Area leader, netlist: dfxtp_1
  • Cells after Synth: 395
  • Main area contributors: dfxtp_1 44%, ha_1 10%, nor2b_1 9.3%, nor2_1 3.6%, a21oi_1 2.9%
  • Synth Cell Area: 3760 µm²
  • Ys cells: 395
  • Avg Inst Size Synth: 9.52 µm²
  • Flip-flops with a built-in enable: 0
  • Ys flops: 82
  • Syn. warnings: 1
  • Synth Seq Share: 0.436
  • Unique masters post-synth: 51
  • Fraction of registers with async set or reset after synthesis: 0
  • YS chip area: 3760 µm²
  • Top-area cell share: 0.436
  • Post-synth top flop: dfxtp_1

CTS
  • Post-CTS Hold Fix Bufs: 0
  • Max clock buf depth: 2
  • Clk latency late pin: 330 ps
  • CTS H-tree lvls: 3
  • Clock Sinks: 82
  • Worst-path clk slew: 60 ps
  • Post-CTS Setup Repair Bufs: 0
  • Post-cts gate resize count: 0
  • CTS tree: yes
  • Clk root buf: clkbuf_16
  • Total CTS buffers: 9

Flow run
  • Max-Cap Viols: 0
  • Tool warning count: 25

Worst setup path
  • CP Launch Type: primary input
  • CP arrival: 4140 ps
  • CP max FO: 5
  • R2r worst-path depth: 7
  • Reg2Reg Setup Slack: 7100 ps
  • CP max stage delay: 410 ps
  • Required time of the critical path: 9710 ps
  • Slowest CP cell: fa_1
  • FF-to-FF Start: pipeline_cout0$_SDFF_PP0_
  • Nature of the critical path endpoint: flop
  • Worst path cell trace: clkdlybuf4s50_1 -> ha_1 -> fa_1 -> a21o_1 -> a221oi_2 -> or4_1 -> o21ai_1 -> mux2_1
  • R2r endpoint: buffer_out_sum[30]$_SDFF_PP0_
  • CP Class: in -> reg

Route
  • 1st-iter DRT viols: 232
  • Routed WL: 7580 µm
  • Drt wl/cell: 11.5 µm
  • Detailed-route via count: 2,969
  • DRC: 0
  • Post-route ant nets: 0
  • Iteration tally of the first detailed-router pass: 4
  • Inserted Diodes: 0
  • Via-to-Cell Ratio: 4.48

STA
  • Final Cycle Share: 0.413
  • Worst hold slack: 434 ps
  • Period minus WS final: 3930 ps
  • Slew headroom: 0.554
  • Final Setup Violations: 0
  • Setup slack after layout: 5570 ps
  • Fmax: 255 MHz
  • Slew @ Worst Pin: 669 ps
  • Unrepaired setup endpoints after global routing: no
  • Slew Limit Fails: 0
  • Final hold vios: 0
  • Final Skew: 4.87 ps
  • Setup TNS: 0 ps

Floorplanning
  • Core area: 12,100 µm²
  • Die Span Y: 114 µm
  • Die width: 114 µm
  • Full die area: 13,000 µm²
  • Init Core Util: 0.311
  • Row count: 40
  • # IOs: 99

Worst hold path
  • Hold Crit Endpoint: buffer_out_sum[7]$_SDFF_PP0_
  • HP Start: pipeline_reg_sum0[7]$_SDFF_PP0_
  • Min-Delay Path Depth: 1
  • HP Class: reg -> reg

Cells and area
  • Finished Core Util: 0.427
  • Register area: 1640 µm²
  • Filler Cells Inserted: 1,188
  • Area grow syn2layout: 37.4%
  • Final Cell Area: 5170 µm²
  • Layout cell share with drive strength beyond 1: 0.0526
  • Logic area: 2040 µm²

Power and ir drop
  • Leak: 2.10 nW
  • Pwr Density: 166 nW/µm²
  • Worst vdd ir: 0.0000881 V

Status
  • Status: finished clean
[registers in the layout (all words and copies together) (netlist names)]
signal / flops
buffer_out_carry: 1
buffer_out_sum: 32
pipeline_cout0: 1
pipeline_reg_a: 16
pipeline_reg_b: 16
pipeline_reg_sum0: 16
[worst max-delay path, delay by kind of cell]
kind	cells	cell delay, ps
adders and majority gates	2	650
buffers and inverters	1	400
AOI/OAI and AO/OA	3	690
and+or+nand+nor	1	180
muxes	1	300
[power breakdown]
group          leakage (nW)  switching, mW  total [mW]  internal (mW)
combinational          1.29         0.0690       0.161         0.0918
sequential            0.681        0.00865       0.382          0.373
clock                 0.125          0.130       0.313          0.184
total                  2.10          0.207       0.856          0.648
[layout by cell type, fill, tap and decap left out, types with 4 or more instances in the layout]
| master | instances |
|---|---|
| clkdlybuf4s50_1 | 97 |
| dfxtp_1 | 82 |
| nor2b_1 | 56 |
| nor2_1 | 36 |
| ha_1 | 31 |
| a21oi_1 | 22 |
| nor3_1 | 13 |
| nand2_1 | 12 |
| a21o_1 | 12 |
| nand3_1 | 11 |
| o21ai_0 | 10 |
| clkbuf_16 | 9 |
| xor2_1 | 8 |
| o211ai_1 | 7 |
| xnor2_1 | 7 |
| inv_1 | 6 |
| nand4_1 | 5 |
| o21bai_1 | 5 |
| nand2b_1 | 4 |
| a211oi_1 | 4 |
[cells by family (layout without fill, tap and decap cells)]
family / after synthesis / in the layout / synth area share
buf+inv: 22 / 121 / 0.0223
compound gates: 87 / 87 / 0.159
flops: 82 / 82 / 0.436
xor+xnor: 15 / 15 / 0.0349
simple gates: 151 / 151 / 0.216
mux: 4 / 4 / 0.0120
fa+ha+maj: 34 / 34 / 0.119
[worst max-delay path by stage]
stage     startpoint                               end  slack, ps  depth (start not counted)
4_1_cts   io_in_a[0]  pipeline_reg_sum0[14]$_SDFF_PP0_       5570                          8
5_1_grt   io_in_a[0]  pipeline_reg_sum0[14]$_SDFF_PP0_       5470                          8
6_report  io_in_a[0]  pipeline_reg_sum0[14]$_SDFF_PP0_       5570                          8
[synthesized netlist by cell type (2+ instances only)]
cell / n
and3b_1: 2
nand3_1: 11
ha_1: 31
a21o_1: 12
nor2b_1: 56
o21a_1: 2
a21oi_2: 3
a21oi_1: 22
xnor2_1: 7
dfxtp_1: 82
o21ai_1: 3
nand2b_1: 4
nand4_1: 5
nor2_1: 36
clkbuf_1: 15
a211o_1: 2
o211ai_1: 7
and3_1: 3
a211oi_1: 4
fa_1: 3
o21bai_1: 5
xor2_1: 8
o31ai_1: 2
a31oi_1: 3
or4_1: 2
inv_1: 6
nor3_1: 13
nand2_1: 12
o21ai_0: 10
mux2_1: 3
[cell type report]
class                      count  share of cell area
sequential                    82               0.318
multi-input combinational    291               0.394
timing repair buffer          99               0.190
inverter                       6             0.00436
tap                          168              0.0407
clock inverter                 4             0.00533
clock buffer                  12              0.0477
[layer usage]
metal / wire, µm / track usage
met4: 95 / 0.0182
met3: 349 / 0.0179
met1: 3950 / 0.200
met2: 3190 / 0.184
met5: 0 / 0
[through the flow]
step                total power, mW  std cells
floorplan                     0.477        395
global placement              0.549        646
detailed placement            0.550        646
CTS                           0.866        662
global route                  0.902        662
finish                        0.856        662
Power figures rest on the tool's default switching activity, not on a simulated workload.
